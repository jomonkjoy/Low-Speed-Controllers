**flow/config.mk**
```make
export PLATFORM = sky130hd
export DESIGN_NAME = i2c_controller
export DESIGN_NICKNAME = i2c_controller
export VERILOG_FILES = /design/flow/design.v
export SDC_FILE = /design/flow/constraint.sdc
export NUM_CORES = 4
export LEC_CHECK = 1
export CORE_AREA = 10 10 89 89
export DIE_AREA = 0 0 99 99
```
**flow/constraint.sdc**
```tcl
current_design i2c_controller

set clk_period 3.6
set clk_io_pct 0.2

create_clock -name clk0 -period $clk_period [get_ports {clk}]

set non_clock_inputs [all_inputs -no_clocks]
set_input_delay [expr $clk_period * $clk_io_pct] -clock clk0 $non_clock_inputs
set_output_delay [expr $clk_period * $clk_io_pct] -clock clk0 [all_outputs]
```
**flow/design.v**
```verilog
module i2c_controller #(
  parameter integer DATA_BYTES = 4,
  parameter integer BYTE_WIDTH = $clog2(DATA_BYTES),
  parameter integer DATA_WIDTH = DATA_BYTES*8,
  parameter integer CLOCK_DIVIDER = 100
  ) (
  input  logic                  clk,
  input  logic                  reset,
  input  logic                  scl_i,
  output logic                  scl_o,
  output logic                  scl_oe,
  input  logic                  sda_i,
  output logic                  sda_o,
  output logic                  sda_oe,
  input  logic                  access_request,
  input  logic [7:0]            dev_id,
  input  logic [DATA_WIDTH-1:0] address,
  input  logic [BYTE_WIDTH-1:0] address_byte,
  input  logic [BYTE_WIDTH-1:0] data_byte,
  input  logic [DATA_WIDTH-1:0] write_data,
  output logic [DATA_WIDTH-1:0] read_data,
  output logic                  access_complete,
  output logic                  invalid_access,
  output logic                  busy
  );
  typedef enum {
    IDLE,
    START,
    RESTART,
    DEV_ADDR,
    REG_ADDR,
    READ_DATA,
    WRITE_DATA,
    STOP,
    DONE
  } state_type;
  state_type state = IDLE;
  localparam COMD_LENGTH = 4;
  localparam DATA_LENGTH = 9*4;
  localparam COUNT_WIDTH = $clog2(9);
  logic [COUNT_WIDTH-1:0] count = {COUNT_WIDTH{1'b0}};
  logic [BYTE_WIDTH-1:0] count_byte = {BYTE_WIDTH{1'b0}};
  logic [7:0]            dev_id_r;
  logic [DATA_WIDTH-1:0] address_r;
  logic [BYTE_WIDTH-1:0] address_byte_r;
  logic [BYTE_WIDTH-1:0] data_byte_r;
  logic [DATA_WIDTH-1:0] write_data_r;
  localparam CLKDIV_WIDTH = $clog2(CLOCK_DIVIDER);
  logic [CLKDIV_WIDTH-1:0] clk_div = {CLKDIV_WIDTH{1'b0}};
  always_ff @(posedge clk) begin
    if (reset) begin
      clk_div <= {CLKDIV_WIDTH{1'b0}};
    end else begin
      if (clk_div >= CLOCK_DIVIDER-1) begin
        clk_div <= {CLKDIV_WIDTH{1'b0}};
      end else begin
        clk_div <= clk_div + 1;
      end
    end
  end
  logic read_write_n;
  assign read_write_n = dev_id_r[0];  
  logic restart_done = 0;
  always_ff @(posedge clk) begin
    if (reset) begin
      restart_done <= 0;
    end else if (state == DONE) begin
      restart_done <= 0;
    end else if (!restart_done && state == RESTART) begin
      restart_done <= 1;
    end
  end
  logic request_pending = 1'b0;
  always_ff @(posedge clk) begin
    if (reset) begin
      request_pending <= 0;
    end else if (state == DONE) begin
      request_pending <= 0;
    end else if (!request_pending && state == IDLE && access_request) begin
      request_pending <= 1;
    end
  end
  assign busy = request_pending;
  always_ff @(posedge clk) begin
    if (!request_pending && state == IDLE && access_request) begin
      dev_id_r <= dev_id;
      address_r <= address;
      address_byte_r <= address_byte;
      data_byte_r <= data_byte;
      write_data_r <= write_data;
    end
  end
  always_ff @(posedge clk) begin
    if (reset) begin
      state <= IDLE;
      count <= {COUNT_WIDTH{1'b0}};
    end else if (clk_div == CLOCK_DIVIDER-1) begin
      case (state)
        IDLE : begin
          if (request_pending) begin
            state <= START;
          end
        end
        START : begin
          if (count >= COMD_LENGTH-1) begin
            state <= DEV_ADDR;
            count <= {COUNT_WIDTH{1'b0}};
          end else begin
            count <= count + 1;
          end
        end
        RESTART : begin
          if (count >= COMD_LENGTH-1) begin
            state <= DEV_ADDR;
            count <= {COUNT_WIDTH{1'b0}};
          end else begin
            count <= count + 1;
          end
        end
        DEV_ADDR : begin
          if (count >= DATA_LENGTH-1 && restart_done) begin
            state <= READ_DATA;
            count <= {COUNT_WIDTH{1'b0}};
          end else if (count >= DATA_LENGTH-1) begin
            state <= REG_ADDR;
            count <= {COUNT_WIDTH{1'b0}};
          end else begin
            count <= count + 1;
          end
        end
        REG_ADDR : begin
          if (count >= DATA_LENGTH-1 && read_write_n) begin
            state <= RESTART;
            count <= {COUNT_WIDTH{1'b0}};
          end else if (count >= DATA_LENGTH-1) begin
            state <= WRITE_DATA;
            count <= {COUNT_WIDTH{1'b0}};
          end else begin
            count <= count + 1;
          end
        end
        READ_DATA : begin
          if (count >= DATA_LENGTH-1) begin
            state <= STOP;
            count <= {COUNT_WIDTH{1'b0}};
          end else begin
            count <= count + 1;
          end
        end
        WRITE_DATA : begin
          if (count >= DATA_LENGTH-1) begin
            state <= STOP;
            count <= {COUNT_WIDTH{1'b0}};
          end else begin
            count <= count + 1;
          end
        end
        STOP : begin
          if (count >= COMD_LENGTH-1) begin
            state <= DONE;
            count <= {COUNT_WIDTH{1'b0}};
          end else begin
            count <= count + 1;
          end
        end
        DONE : begin
          state <= IDLE;
          count <= {COUNT_WIDTH{1'b0}};
        end
        default : begin
          state <= IDLE;
          count <= {COUNT_WIDTH{1'b0}};
        end
      endcase
    end
  end
  always_ff @(posedge clk) begin
    case (state)
      IDLE, DONE : begin
        scl_o <= 1'b1; scl_oe <= 1'b0;
      end
      START, RESTART : begin
        case (count[1:0])
          2'b00 : begin scl_o <= 1'b1; scl_oe <= 1'b1; end
          2'b01 : begin scl_o <= 1'b1; scl_oe <= 1'b1; end
          2'b10 : begin scl_o <= 1'b1; scl_oe <= 1'b1; end
          2'b11 : begin scl_o <= 1'b0; scl_oe <= 1'b1; end
        endcase
      end
      STOP : begin
        case (count[1:0])
          2'b00 : begin scl_o <= 1'b0; scl_oe <= 1'b1; end
          2'b01 : begin scl_o <= 1'b1; scl_oe <= 1'b1; end
          2'b10 : begin scl_o <= 1'b1; scl_oe <= 1'b1; end
          2'b11 : begin scl_o <= 1'b1; scl_oe <= 1'b1; end
        endcase
      end
      default : begin
        case (count[1:0])
          2'b00 : begin scl_o <= 1'b0; scl_oe <= 1'b1; end
          2'b01 : begin scl_o <= 1'b1; scl_oe <= 1'b1; end
          2'b10 : begin scl_o <= 1'b1; scl_oe <= 1'b1; end
          2'b11 : begin scl_o <= 1'b0; scl_oe <= 1'b1; end
        endcase
      end
    endcase
  end
  always_ff @(posedge clk) begin
    if (count == DATA_LENGTH-1) begin
      sda_o <= 1'b1; sda_oe <= 1'b1;
    end else begin
      case (state)
        START, RESTART : begin
          case (count[1:0])
            2'b00 : begin sda_o <= 1'b1; sda_oe <= 1'b1; end
            2'b01 : begin sda_o <= 1'b1; sda_oe <= 1'b1; end
            2'b10 : begin sda_o <= 1'b0; sda_oe <= 1'b1; end
            2'b11 : begin sda_o <= 1'b0; sda_oe <= 1'b1; end
          endcase
        end
        STOP : begin
          case (count[1:0])
            2'b00 : begin sda_o <= 1'b0; sda_oe <= 1'b1; end
            2'b01 : begin sda_o <= 1'b0; sda_oe <= 1'b1; end
            2'b10 : begin sda_o <= 1'b1; sda_oe <= 1'b1; end
            2'b11 : begin sda_o <= 1'b1; sda_oe <= 1'b1; end
          endcase
        end
        DEV_ADDR, REG_ADDR, WRITE_DATA : begin
          sda_o <= buffer[DATA_WIDTH-1]; sda_oe <= 1'b1;
        end
        default : begin
          sda_o <= 1'b1; sda_oe <= 1'b0;
        end
      endcase
    end
  end
endmodule
```
**flow/run.sh**
```bash
#!/bin/bash
# OpenROAD 26Q1-2900-gdf79404cd8, Yosys 0.63+post, stock flow scripts
make -C /OpenROAD-flow-scripts/flow DESIGN_CONFIG=/design/flow/config.mk WORK_HOME=/design/flow/orfs finish
```
==> results.txt <==
Implementation summary

The endpoint of the worst hold path is clk_div[0]$_SDFF_PP0_. The placed instance area is around 1300 um^2. Relative to the synthesized area, the layout overhead comes to 4.10%. The via density per instance is about 3.8.

The buffer count from post-CTS setup fixing is 0. The endpoint identified for the worst register-to-register timing path is count[3]$_SDFFE_PP0P_. The fraction of the yosys area taken by sequential cells is 0.313. Summing over the stages, the warning tally comes to approximately 110. Per the synthesis report, the number of distinct cell types is 38. As reported, the later end of the worst-skew pair has a clock insertion delay of 0.25 ns.

In the post-route report, total wirelength is listed as around 2.3 mm. Entering global routing, the biggest net connects 13 pins. The number of nets with antenna violations after routing is 0.

In this run, post-CTS repair resized a total of 0 instances. The remaining global-route overflow is 0. Counting flops with a built-in enable in the synthesized netlist gives 0. The floorplan step defined a die boundary enclosing roughly 9800 um^2.

The antenna diode instance count is 0. The synthesized design contains 20 register bits. Looking at the critical path, the highest net fanout was 6. The global routing report lists combined usage of all routing layers as 0.0419. The core region is roughly 6000 um^2. The stage delay of the slowest cell on the critical path is about 0.44 ns. STA classifies the critical path endpoint as a flop. The final non-filler cell area is approximately 1300 um^2. Across the routed clock network, the largest skew measured is about 0.0030 ns. For the finished layout, the period the worst path requires is about 1.9 ns. VDD sags by at most about 96 uV. The layout summary lists the proportion of cells stronger than drive strength 1 as 0.0705. Per STA, the library cell used most along the worst path is nor3_1. Buffers inserted to repair hold after CTS numbered 0. The number of CTS-inserted buffers is 3. Setup repair after global routing left no endpoint under its margin. The dominant synthesized flop cell is dfxtp_1. The logic depth of the worst register-to-register path is 6. Across the run, the number of max-cap violations was 0. The script logs the mean routed wire length per placed instance as about 10 um. TritonCTS built the clock tree. Yosys reported that registers with async set or reset make up 0. The routability congestion estimate from global placement is 0.850. Per the post-synthesis report, the number of cells in the design is around 150. The die is about 100 um tall. Endpoints failing hold in the final report were tallied at 0. The max-slew violation count is 0. STA classifies the critical path startpoint as a flop.

For this run, the chip area from Yosys synthesis comes to about 1300 um^2. Looking at the reg2reg group, the worst path starts from count[0]$_SDFFE_PP0P_. The start-to-end type of the worst setup path is reg -> reg. The slowest stage of the critical path is the nor3_1 cell.

The share of the core area taken by cells at floorplan is 0.214. The hold path depth is 1. The cell sitting at the root of the clock tree is a clkbuf_8.

The cell sequence reported for the critical path is ha_1, nor3_1, o211ai_1, nor3_1, nand3_1, a31oi_1. According to the floorplan log, the row count is 28. The routed layout has 885 vias. The count of port buffers added during placement is 7. The global-route wire length before repair is about 3.7 mm. The first element of the critical path is count[0]$_SDFFE_PP0P_. The largest delay contributor family on the critical path is simple AND/OR/NAND/NOR gates. The horizontal extent of the die is 99 um. The area of the mapped netlist is approximately 1300 um^2. STA puts the critical path data required time at 3.78 ns.

For this run, the top clock speed supported by timing is 515 MHz. The number of buffers between clock root and the deepest sink is 2. The worst hold path startpoint is clk_div[0]$_SDFF_PP0_. For the pin with the worst max-slew slack, the measured transition is 0.525 ns. The number of global-route vias before repair is 859. The iteration tally of the first detailed-router pass is 4. Yosys stat counts between 150 and 200 cells in the synthesized netlist. The flow ran to the end, and the final reports show no timing, DRC or antenna violations. For reference, the post-synthesis area per instance comes to approximately 8.5 um^2.

The count of endpoints failing setup in the final report is 0. The accumulated negative setup slack is 0 ns. The leakage power figure is roughly 0.00056 uW. The worst-case reg-to-reg setup slack stands at approximately 1.7 ns. The detailed placement HPWL is 1.80 mm. The data arrival time reported for the critical path is about 2.1 ns. The number of warnings printed during yosys synthesis is 37. The I/O pin total is about 120.

The path class of the tightest hold or removal check is reg -> reg. The final cycle utilization of the critical path is 0.539. After detailed routing, the number of remaining DRC violations is 0. The number of antenna violations at the first check in global routing was 0. The iteration-0 DRC count of the detailed router is between 80 and 90. The critical path contains buffers and inverters numbering 0 combined. For this design, the sink count on the clock tree is 20. The level count of the clock H-tree is 1.

The power density over cell area is 312 nW/um^2. The worst pin sits at a relative slew slack of 0.647. The clock-pin slew reported for the worst setup and hold paths after clock tree synthesis is approximately 0.070 ns.
## sequential cells by signal, indices dropped and copies added, names as in the netlist
| register | flops |
|---|---|
| clk_div | 7 |
| count | 4 |
| state | 4 |
| request_pending | 1 |
| scl_o | 1 |
| scl_oe | 1 |
| sda_o | 1 |
| sda_oe | 1 |
## how the worst max path moves through the flow
| stage | end | depth (start not counted) |
|---|---|---|
| 6_report | count[3]$_SDFFE_PP0P_ | 6 |
| 5_1_grt | count[3]$_SDFFE_PP0P_ | 6 |
| 4_1_cts | count[3]$_SDFFE_PP0P_ | 6 |
## metrics by stage
step,utilization,hold WS [ns],setup slack [ns],power [uW],std cells
2_1_floorplan,-,0.441,1.88,270,184
3_3_place_gp,0.213,0.460,1.67,254,227
3_5_place_dp,0.213,0.471,1.65,253,227
4_1_cts,0.223,0.483,1.62,425,231
5_1_grt,0.223,0.507,1.45,435,231
6_report,0.223,0.484,1.66,416,231
## layer usage
metal  wire (um)  track usage
met1        1110       0.0577
met2        1130       0.0701
met3          54      0.00211
met4          19      0.00992
met5           0            0
## cell usage in the layout (no fill, tap or decap), types with 2 or more instances in the layout
| master | Yosys | routed |
|---|---|---|
| nor3_1 | 7 | 7 |
| nand3_1 | 6 | 6 |
| a31oi_1 | 3 | 3 |
| ha_1 | 4 | 4 |
| xor2_1 | 4 | 4 |
| xnor2_1 | 3 | 3 |
| and2_1 | 2 | 2 |
| a211oi_1 | 2 | 2 |
| o21ai_0 | 3 | 3 |
| clkdlybuf4s50_1 | 0 | 7 |
| mux2i_1 | 2 | 2 |
| nand2_1 | 7 | 7 |
| o31ai_1 | 2 | 2 |
| clkbuf_8 | 0 | 4 |
| conb_1 | 1 | 34 |
| dfxtp_1 | 20 | 20 |
| inv_1 | 8 | 8 |
| and3_1 | 2 | 2 |
| nor2_1 | 16 | 16 |
| a22oi_1 | 2 | 2 |
| a21oi_1 | 3 | 3 |
## final cells by class
class	instances	area [um^2]
well taps	75	93.8
clock buffers	4	55.1
flip-flops and latches	20	400
fillers	640	4660
repair buffers	7	70.1
multi-input cells	117	684
inverters	8	30.0
## cell families (layout without fill, tap and decap cells)
logic type / count (synthesis) / count (layout) / synth area share
buf+inv: 47 / 19 / 0.250
mux: 3 / 3 / 0.0273
xor+xnor: 7 / 7 / 0.0479
simple gates: 45 / 45 / 0.167
fa+ha+maj: 4 / 4 / 0.0391
compound gates: 24 / 24 / 0.153
other cells: 1 / 34 / 0.00293
flops: 20 / 20 / 0.312
## synth_stat cells (2+ instances only)
| master | number | area share |
|---|---|---|
| xnor2_1 | 3 | 0.021 |
| o31ai_1 | 2 | 0.012 |
| a31oi_1 | 3 | 0.015 |
| xor2_1 | 4 | 0.027 |
| mux2i_1 | 2 | 0.016 |
| a211oi_1 | 2 | 0.012 |
| nand3_1 | 6 | 0.023 |
| o21ai_0 | 3 | 0.012 |
| and2_1 | 2 | 0.0098 |
| buf_4 | 36 | 0.21 |
| nand2_1 | 7 | 0.021 |
| ha_1 | 4 | 0.039 |
| a21oi_1 | 3 | 0.012 |
| dfxtp_1 | 20 | 0.31 |
| nor3_1 | 7 | 0.027 |
| and3_1 | 2 | 0.0098 |
| a22oi_1 | 2 | 0.012 |
| nor2_1 | 16 | 0.047 |
| inv_1 | 8 | 0.023 |
## where the power goes
| group | internal (uW) | total, uW | switching (uW) |
|---|---|---|---|
| clock network | 97.2 | 170 | 72.5 |
| logic | 7.81 | 17.8 | 9.95 |
| registers | 225 | 229 | 4.12 |
Power figures rest on the tool's default switching activity, not on a simulated workload.
