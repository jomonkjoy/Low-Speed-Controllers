## flow/config.mk

```make
export PLATFORM = sky130hd
export DESIGN_NAME = uart_controller
export DESIGN_NICKNAME = uart_controller
export VERILOG_FILES = /design/flow/design.v
export SDC_FILE = /design/flow/constraint.sdc
export NUM_CORES = 4
export LEC_CHECK = 1
export CORE_AREA = 10 10 111 111
export DIE_AREA = 0 0 121 121
```

## flow/design.v

```verilog
module uart_controller (
  input  logic       clk,
  input  logic       reset,
  input  logic       clk_enable,
  input  logic       parity_en,
  input  logic       rx_uart,
  output logic       tx_uart,
  output logic       tx_data_ready,
  input  logic       tx_data_valid,
  input  logic [7:0] tx_data,
  output logic       rx_data_error,
  output logic       rx_data_valid,
  output logic [7:0] rx_data
  );
  typedef enum {
    IDLE,
    ACTIVE,
    DONE
  } state_type;
  state_type state_tx = IDLE;
  state_type state_rx = IDLE;
  logic [10:0] tx_data_buffer = {11{1'b1}};
  logic [10:0] rx_data_buffer = {11{1'b1}};
  localparam COUNT_TX = 16*11;
  localparam COUNT_RX = 16*10;
  localparam COUNT_WIDTH = $clog2(COUNT_TX);
  logic [COUNT_WIDTH-1:0] count_tx = {COUNT_WIDTH{1'b0}};
  logic [COUNT_WIDTH-1:0] count_rx = {COUNT_WIDTH{1'b0}};
  logic tx_parity;
  logic rx_parity;
  assign tx_parity = parity_en ? ^tx_data : 1'b1;
  assign rx_parity = ^rx_data;
  always_ff @(posedge clk) begin
    if (state_tx == IDLE && tx_data_valid && tx_data_ready && clk_enable) begin
      tx_data_buffer <= {1'b1,tx_parity,tx_data,1'b0};
    end else if (state_tx == ACTIVE && count_tx[3:0] == 4'hF && clk_enable) begin
      tx_data_buffer <= {1'b1,tx_data_buffer[7:1]};
    end
  end
  always_ff @(posedge clk) begin
    if (reset) begin
      tx_data_ready <= 1'b0;
    end else begin
      tx_data_ready <= state_tx == IDLE;
    end
  end
  assign tx_uart = tx_data_buffer[0];
  always_ff @(posedge clk) begin
    if (reset) begin
      state_tx <= IDLE;
      count_tx <= {COUNT_WIDTH{1'b0}};
    end else if (clk_enable) begin
      case (state_tx)
        IDLE : begin
          if (tx_data_valid && tx_data_ready) begin
            state_tx <= ACTIVE;
          end
        end
        ACTIVE : begin
          if (count_tx >= COUNT_TX-1) begin
            state_tx <= DONE;
            count_tx <= {COUNT_WIDTH{1'b0}};
          end else begin
            count_tx <= count_tx + 1;
          end
        end
        DONE : begin
          state_tx <= IDLE;
          count_tx <= {COUNT_WIDTH{1'b0}};
        end
        default : begin
          state_tx <= IDLE;
          count_tx <= {COUNT_WIDTH{1'b0}};
        end
      endcase
    end
  end
  always_ff @(posedge clk) begin
    if (state_rx == IDLE && clk_enable) begin
      rx_data_buffer <= {rx_uart,rx_data_buffer[10:1]};
    end else if (state_rx == ACTIVE && count_tx[3:0] == 4'hF && clk_enable) begin
      rx_data_buffer <= {rx_uart,rx_data_buffer[10:1]};
    end
  end
  assign rx_data = rx_data_buffer[8:1];
  always_ff @(posedge clk) begin
    if (reset) begin
      rx_data_valid <= 1'b0;
      rx_data_error <= 1'b0;
    end else begin
      rx_data_valid <= state_rx == DONE && clk_enable;
      rx_data_error <= rx_parity == rx_data_buffer[9];
    end
  end
  always_ff @(posedge clk) begin
    if (reset) begin
      state_rx <= IDLE;
      count_rx <= {COUNT_WIDTH{1'b0}};
    end else if (clk_enable) begin
      case (state_rx)
        IDLE : begin
          if (rx_data_buffer == 11'hFC0) begin
            state_rx <= ACTIVE;
          end
        end
        ACTIVE : begin
          if (count_rx >= COUNT_RX-1) begin
            state_rx <= DONE;
            count_rx <= {COUNT_WIDTH{1'b0}};
          end else begin
            count_rx <= count_rx + 1;
          end
        end
        DONE : begin
          state_rx <= IDLE;
          count_rx <= {COUNT_WIDTH{1'b0}};
        end
        default : begin
          state_rx <= IDLE;
          count_rx <= {COUNT_WIDTH{1'b0}};
        end
      endcase
    end
  end
endmodule
```

## flow/constraint.sdc

```tcl
current_design uart_controller

set clk_period 3.7
set clk_io_pct 0.2

create_clock -name clk0 -period $clk_period [get_ports {clk}]

set non_clock_inputs [all_inputs -no_clocks]
set_input_delay [expr $clk_period * $clk_io_pct] -clock clk0 $non_clock_inputs
set_output_delay [expr $clk_period * $clk_io_pct] -clock clk0 [all_outputs]
```

## flow/run.sh

```bash
#!/bin/bash
# OpenROAD 26Q1-2900-gdf79404cd8, Yosys 0.63+post, stock flow scripts
make -C /OpenROAD-flow-scripts/flow DESIGN_CONFIG=/design/flow/config.mk WORK_HOME=/design/flow/orfs finish
```

==> flow_metrics.tcl <==
# implementation run metrics
set metrics [dict create \
    timing.final.crit_share 0.6585 \
    yosys.cell_types.count 41 \
    cts_buffers 5 \
    grt_use_total 0.04756 \
    gp_congestion 0.7805 \
    hold_viol_final 0 \
    drc_errors 0 \
    cts_root_buf "clkbuf_8" \
    stdcell_count 321 \
    ir_drop_v 0.0002014 \
    power.density_nw_per_um2 403.4 \
    antenna_found_initial 0 \
    ys_warn_count 2 \
    overflow 0 \
    finalSetupTns_ns 0 \
    worst_slew_pin_slew_ns 0.5853 \
    clockBufferDepth 2 \
    die_h_um 121 \
    final_layout_size_suffix_gt1_frac 0.1277 \
    crit_required_ns 3.68 \
    insertion_delay_ns 0.29 \
    critPathArrivalTime_ns 2.42 \
    drt-total-wl_mm 3.452 \
    hpwl_mm 2.490 \
    ys.flop_type "dfxtp_1" \
    postCtsResizedCells 0 \
    hold_buffers 0 \
    top_level_ports 26 \
    max_freq_ghz 0.4104 \
    post_synth.cell_area_avg_um2 11.36 \
    rsz0062_at_grt "no" \
    slew_headroom 0.6077 \
    critPathKind "primary input to flop" \
    synth-seq-cells 42 \
    core_area_um2 9864 \
    routed_via_density 3.782 \
    grt_pass1_wl_mm 5.747 \
    cts_setup_buffers 0 \
    edf_count 18 \
    fin_skew_ns 0.007011 \
    start_kind "primary input" \
    setup_viol 0 \
    grt_max_degree 14 \
    fp_util 0.1947 \
    finalMaxSlewViolations 0 \
    dp.cells 313 \
    largest_area_cell "edfxtp_1" \
    ys_cells 169 \
    fin_util 0.2363 \
    port_buffers 23 \
    ys_seq_share 0.5316 \
    syn_area_um2 1921 \
    tool_warnings 27 \
    fp-row-count 36 \
    first_global_vias 1173 \
    cts.clk_slew.worst_paths_ns 0.08 \
    antenna-diode-count 0 \
    power_leakage_nw 0.7630 \
    topCellsByArea "edfxtp_1, dfxtp_1, xnor2_1, a22o_1, buf_4" \
    num_vias 1214 \
    period_minus_slack_ns 2.437 \
    drt_iter0_markers 64 \
    worst_setup_path_end_kind "flop" \
    status "completed" \
    cts_tree "done" \
    postRouteAntennaNets 0 \
    hold_path.class "flop to flop" \
    maxCapViolations 0 \
    areaGrowthSynthToFinish_pct 21.37 \
    cts.sink_count 42 \
    yosysTopAreaCellShare 0.2814 \
    ys_area_um2 1921 \
    synthCells 169 \
    chipWidth_um 121 \
    synthArstFlopShare 0 \
    wl_per_cell_um 10.75 \
    crit_fanout 10 \
    drtPass1Iterations 6 \
    die_area_um2 14640 \
    cts_htree_levels 2 \
]
synth_stat cells (2+ instances only):
master    number
a21oi_1        6
buf_2          2
o21ai_0        2
dfxtp_1       24
inv_1          5
ha_1           2
mux2i_1        2
nor2_2         8
buf_4          8
buf_6          3
nand2_1        8
xor2_1         5
o31ai_2        2
a22o_1         7
nor2_1        16
and3_1         2
nor3_1         5
nor4_1         2
nand3_1        3
nand3b_1       2
edfxtp_1      18
nand4_1        3
xnor2_1       14
nand2b_1       3
state kept, by name (all words and copies together) (netlist names):
name            cells
state_rx            2
count_tx            8
tx_data_ready       1
rx_data_error       1
state_tx            2
rx_data_valid       1
count_rx            8
tx_data_buffer      8
rx_data_buffer     11
cell usage in the layout (no fill, tap or decap), drive strengths merged:
master	netlist	routed
and2b	1	1
dfxtp	24	24
o31ai	2	2
edfxtp	18	18
a21o	1	1
nor4b	2	2
xnor3	1	1
ha	2	2
bufinv	0	1
o21ai	3	3
o21a	1	1
clkinvlp	0	1
xor2	5	5
nand2	8	8
nor4bb	1	1
nand3	3	3
a21oi	6	6
a31o	1	1
nor3	6	6
a32oi	1	1
inv	5	5
xnor2	14	14
a22o	7	7
buf	13	1
and3	2	2
and4	1	1
nand2b	3	3
nand4	3	3
clkbuf	0	6
clkdlybuf4s50	0	23
mux2i	2	2
a221oi	2	2
nor4	2	2
or2	1	1
nor2	25	25
o211ai	1	1
nand3b	2	2
cell type report:
| class | count | area [µm²] |
|---|---|---|
| Clock buffer | 6 | 72.57 |
| Clock inverter | 2 | 37.54 |
| Fill cell | 1034 | 7533 |
| Inverter | 5 | 18.77 |
| Multi-Input combinational cell | 109 | 777.0 |
| Sequential cell | 42 | 1021 |
| Tap cell | 133 | 166.4 |
| Timing Repair Buffer | 24 | 237.7 |
power breakdown:
part,internal [mW],switching [mW]
combinational,0.0453,0.0283
sequential,0.499,0.0104
clock,0.201,0.156
total,0.745,0.195
metrics by stage:
stage	setup WS, ns	hold slack, ns	cell area [µm²]	power (mW)
2_1_floorplan	1.741	0.4168	1921	0.5648
3_3_place_gp	0.9665	0.4366	2221	0.5945
3_5_place_dp	0.9507	0.4447	2221	0.5950
4_1_cts	1.261	0.4655	2331	0.9559
5_1_grt	1.022	0.4880	2331	0.9857
6_report	1.263	0.4622	2331	0.9403
kinds of logic (layout without fill, tap and decap cells):
family / Yosys count / count (layout) / synth area share
AND/OR/NAND/NOR: 60 / 60 / 0.1792
flip-flops: 42 / 42 / 0.5316
AND-OR/OR-AND: 25 / 25 / 0.1036
XOR/XNOR: 20 / 20 / 0.09837
buffers and inverters: 18 / 37 / 0.06384
adder cells (fa/ha/maj): 2 / 2 / 0.01303
multiplexers: 2 / 2 / 0.01042
worst max-delay path, stage by stage:
cell	delay, ns
clkdlybuf4s50_1	0.70
nand3_1	0.14
nor3_2	0.47
nor2_1	0.11
inv_1	0.25
layer usage:
metal	vias to the layer above	track usage	routed length, µm
li1	626	-	-
met1	564	0.06711	1708
met2	19	0.06633	1436
met3	5	0.02267	271
met4	0	0.006787	37
met5	-	0	0
worst paths after layout:
check | startpoint | endpoint | slack [ns] | cells past startpoint
max | clk_enable | tx_data_buffer[1] | 1.26 | 5
min reg2reg | rx_data_buffer[10] | rx_data_buffer[9] | 0.46 | 0
min | rx_data_buffer[10] | rx_data_buffer[9] | 0.46 | 0
max reg2reg | count_tx[0] | tx_data_buffer[1] | 1.84 | 5
Power is estimated from default activity; no workload was simulated.
