$ cat flow/run.sh
#!/bin/bash
# OpenROAD 26Q1-2900-gdf79404cd8, Yosys 0.63+post, stock flow scripts
make -C /OpenROAD-flow-scripts/flow DESIGN_CONFIG=/design/flow/config.mk WORK_HOME=/design/flow/orfs finish
$ cat flow/config.mk
export PLATFORM = sky130hd
export DESIGN_NAME = spi_controller_reg
export DESIGN_NICKNAME = spi_controller_reg
export VERILOG_FILES = /design/flow/design.v
export SDC_FILE = /design/flow/constraint.sdc
export NUM_CORES = 4
export LEC_CHECK = 1
export CORE_UTILIZATION = 50
$ cat flow/constraint.sdc
current_design spi_controller_reg

set clk_period 8.5
set clk_io_pct 0.2

create_clock -name clk0 -period $clk_period [get_ports {clk}]

set non_clock_inputs [all_inputs -no_clocks]
set_input_delay [expr $clk_period * $clk_io_pct] -clock clk0 $non_clock_inputs
set_output_delay [expr $clk_period * $clk_io_pct] -clock clk0 [all_outputs]
$ cat flow/design.v
module spi_controller_reg (
  input  logic        clk,
  input  logic        reset,
  output logic        access_request = 1'b0,
  output logic        read_write_n,
  output logic [2:0]  dummy_cycles,
  output logic        dummy_valid,
  output logic [31:0] address,
  output logic [1:0]  address_bytes,
  output logic        address_valid,
  output logic [7:0]  command,
  output logic [7:0]  data_bytes,
  output logic        data_valid,
  input  logic        access_complete,
  input  logic        cpu_if_read,
  input  logic        cpu_if_write,
  input  logic [31:0] cpu_if_write_data,
  input  logic [31:2] cpu_if_address,
  output logic [31:0] cpu_if_read_data,
  output logic        cpu_if_access_complete
  );
  always_ff @(posedge clk) begin
    cpu_if_access_complete <= cpu_if_read | cpu_if_write;
  end
  logic access_complete_r = 1'b0;
  always_ff @(posedge clk) begin
    access_complete_r <= access_complete;
  end
  always_ff @(posedge clk) begin
    if (cpu_if_write && cpu_if_address[4:2] == 3'd0) begin
      command <= cpu_if_write_data[7:0];
      read_write_n <= cpu_if_write_data[8];
      access_request <= 1'b1;
    end else begin
      access_request <= 1'b0;
    end
  end
  always_ff @(posedge clk) begin
    if (cpu_if_write && cpu_if_address[4:2] == 3'd1) begin
      address <= cpu_if_write_data;
    end
  end
  always_ff @(posedge clk) begin
    if (cpu_if_write && cpu_if_address[4:2] == 3'd2) begin
      address_bytes <= cpu_if_write_data[1:0];
      address_valid <= cpu_if_write_data[31];
    end
  end
  always_ff @(posedge clk) begin
    if (cpu_if_write && cpu_if_address[4:2] == 3'd3) begin
      dummy_cycles <= cpu_if_write_data[2:0];
      dummy_valid <= cpu_if_write_data[31];
    end
  end
  always_ff @(posedge clk) begin
    if (cpu_if_write && cpu_if_address[4:2] == 3'd4) begin
      data_bytes <= cpu_if_write_data[7:0];
      data_valid <= cpu_if_write_data[31];
    end
  end
  always_ff @(posedge clk) begin
    if (cpu_if_read) begin
      case (cpu_if_address[4:2])
        3'd0    : cpu_if_read_data <= {access_complete_r,22'd0,read_write_n,command};
        3'd1    : cpu_if_read_data <= {address};
        3'd2    : cpu_if_read_data <= {address_valid,23'd0,6'd0,address_bytes};
        3'd3    : cpu_if_read_data <= {dummy_valid,23'd0,5'd0,dummy_cycles};
        3'd4    : cpu_if_read_data <= {data_valid,23'd0,data_bytes};
        default : cpu_if_read_data <= 32'hDEADBEEF;
      endcase
    end
  end
endmodule
==> run notes <==
fresh numbers from the pnr run: outcome finished clean, cts hold-fix bufs 0, Yosys top cell by area edfxtp_1, via count 2103, Die Width 84.15 um, WL/cell 17.19 um, Tool Warnings 54, num ports 158, crit end category flip-flop, yosys warns 1, maximum clock rate 241.0 MHz, via/cell ratio 5.297, Yosys Chip Area 0.003374 mm2, Post-CTS Setup Repair Bufs 0, DRT Wirelength 6825 um, final hold violations 0, Post-DRT Antenna Nets 0, area of the core 0.006422 mm2, final setup fails 0, crit path kind input pin to flip-flop, Tcrit/Tclk final 0.4881, CTS tree built, n_diodes 0, worst min path class flip-flop to flip-flop, crit path max fanout 32, Total GRT Usage 0.2206, Area Growth Syn to Fin 47.79%, Initial DRT Pass Iterations 23, Crit path arrival time 4120 ps, crit path cell chain clkdlybuf4s50_1 > or2_4 > nor2_8 > and2_2, top logic cell by instance count in the layout clkdlybuf4s50_1, first-pass GRT wire length 10740 um, initial drt markers 72, Registers, synthesis 92, DIE HEIGHT 84.15 um, max incr delay on CP 840 ps, syn avg cell area 18.75 um2, max_cap viols 0, critical path required time 8470 ps, drt drc 0, # Cells Yosys 180, PwrDens 195.7 mW/mm2, CP startpoint kind input pin, FILL cells 367, Seq share, synth 0.8098, register clock-pin slew on the reported worst setup and hold paths 80 ps, largest net degree at the start of global routing 34, floorplan utilization 0.5254, synthesized cell area 0.003374 mm2, most frequent cells in the layout clkdlybuf4s50_1, edfxtp_1, a21o_1, clock latency at the later pin of the worst-skew pair 340 ps, GR Overflow Total 0, Pleak 1.835 nW, TNS Setup 0 ps, Tot Pwr 0.0009760 W, initial antenna violation count 0, CTS buffer count 9, Post-Synthesis Cells 180, clk root buf clkbuf_8, Slew Limit Fails 0, htree depth 3, die area 0.007081 mm2, PortBufs 129, Final HPWL DP 4610 um, floorplan row count 29, CTS resizes 0, vias in the first global route 2095, relative slew slack 0.4308, worst slew pin tran 842.3 ps, Max clock buf depth 2, Reg2Reg Setup Slack 7410 ps, skew final 5.503 ps, Clock Sinks 92, Worst VDD drop 0.1513 mV, RD Place Congestion 0.7846, CP max stage cell clkdlybuf4s50_1, Unique cell types 29, top cells by area, synth edfxtp_1, a21o_1, dfxtp_1, Final min period 4149 ps, Synth top area share 0.7920, RSZ-0062 raised after global routing no, layout cell share with drive strength beyond 1 0.08125
## final timing paths
kind                      startpoint                        endpoint  depth (start not counted)
max                cpu_if_address[4]            address[4]$_DFFE_PP_                          4
min            address[12]$_DFFE_PP_  cpu_if_read_data[12]$_DFFE_PP_                          1
max reg2reg  data_bytes[1]$_DFFE_PP_   cpu_if_read_data[1]$_DFFE_PP_                          2
min reg2reg    address[12]$_DFFE_PP_  cpu_if_read_data[12]$_DFFE_PP_                          1
## layer usage
| layer | vias up | wire (um) | GRT usage |
|---|---|---|---|
| met5 | - | 0 | 0 |
| li1 | 969 | - | - |
| met2 | 108 | 3262 | 0.3338 |
| met3 | 16 | 816 | 0.09263 |
| met4 | 0 | 159 | 0.04232 |
| met1 | 1010 | 2586 | 0.3500 |
## cell families after synthesis
logic type             after synthesis  share of synthesized area
DFF                                 92                     0.8098
and+or+nand+nor                     24                    0.05043
buffers and inverters               16                    0.03189
AOI/OAI and AO/OA                   43                    0.09307
muxes                                5                    0.01483
## flip-flops by register name, summed over array words and instances, names as in the netlist, 2 cells and up
name / cells
data_bytes: 8
dummy_cycles: 3
command: 8
address_bytes: 2
address: 32
cpu_if_read_data: 32
## synthesized netlist by cell type
master    count
edfxtp_1     89
a21o_1       16
o22ai_1       9
a21oi_1       7
and2_1        7
inv_1         5
mux2i_1       5
nand2b_1      5
buf_4         4
buf_6         4
o2bb2a_1      4
dfxtp_1       3
nor2b_1       3
o32ai_1       3
buf_2         2
a22oi_1       1
a31oi_1       1
and4b_1       1
inv_2         1
nand2_1       1
nor2_1        1
nor2_8        1
nor3_1        1
nor4b_1       1
nor4bb_1      1
o21a_4        1
o21bai_1      1
or2_2         1
or2_4         1
## area by class of cell
type | instances | area, um2 | area share
sequential | 92 | 2733 | 0.5479
timing repair buffer | 134 | 1329 | 0.2664
clock inverter | 4 | 120.1 | 0.02408
tap | 77 | 96.34 | 0.01932
inverter | 6 | 22.52 | 0.004516
multi-input combinational | 72 | 541.8 | 0.1086
clock buffer | 12 | 145.1 | 0.02910
## through the flow
step	cells	area, um2	setup WS (ps)	hold slack [ps]	utilization
5_1_grt	397	4987	4248	565.8	0.7765
4_1_cts	397	4987	4394	549.2	0.7765
3_5_place_dp	381	4722	4019	529.3	0.7352
3_3_place_gp	381	4722	4010	530.7	0.7352
6_report	397	4987	4351	546.1	0.7765
2_1_floorplan	180	3374	4950	494.4	-
## report_power, final
group / switching [W] / internal (W)
combinational: 0.0000275 / 0.0000544
clock: 0.000136 / 0.000233
sequential: 0.00000641 / 0.000519
## critical path: cells and delay by family
| family | cells | cell delay (ps) |
|---|---|---|
| AND/OR/NAND/NOR | 3 | 1550 |
| buffers and inverters | 1 | 840 |
Power and IR drop assume default switching activity.
